File: ./design.v
module median_filter #(
	parameter R_WIDTH = 8,
	parameter N = 5,
	parameter P_WIDTH = $clog2(N+1))
	(
	input				srst,
	input				clk,
	input  wire [R_WIDTH-1:0]	X,
	output wire [R_WIDTH-1:0]	Y
	);
wire [R_WIDTH-1:0] 	R_out [N+1:0];
wire [P_WIDTH-1:0] 	P_out [N+1:0];
wire			Z_out [N:0];
wire			T_out [N:0];
reg  [P_WIDTH:0]	cnt;
wire                    incre_en [N-1:0];
assign R_out[0] = R_out[1];
assign P_out[0] = P_out[1];
assign R_out[N+1] = {R_WIDTH{1'b0}};
assign P_out[N+1] = {P_WIDTH{1'b0}};
assign Z_out[0] = 1'b0;
assign T_out[0] = 1'b0;
always@(posedge clk)
begin
	if (srst)
		cnt <= {P_WIDTH{1'b0}};
	else if (cnt < (N+1)*2)
		cnt <= cnt + 1;
end
genvar i;
generate
	for(i=1;i<=N;i=i+1) begin: unit_cell_gen
		unit_cell #(
			.R_WIDTH 		(R_WIDTH),
			.N 			(N),
			.P_WIDTH		(P_WIDTH))
		unit_cell(
			.srst			(srst),
			.clk			(clk),
			.incre_en		(incre_en[i-1]),
			.X			(X),
			.R_from_plus1		(R_out[i+1]),
			.R_from_minus1		(R_out[i-1]),
			.P_from_plus1		(P_out[i+1]),
			.P_from_minus1		(P_out[i-1]),
			.Z_from_minus1		(Z_out[i-1]),
			.T_from_minus1		(T_out[i-1]),
			.R_to_plus1minus1	(R_out[i]),
			.P_to_plus1minus1	(P_out[i]),
			.Z_to_plus1		(Z_out[i]),
			.T_to_plus1		(T_out[i])
		);
		assign incre_en[i-1] = cnt[P_WIDTH:0] > ((i-1) << 1);
	end
endgenerate
assign Y = R_out[(N+1)/2];
endmodule
module unit_cell #(
	parameter R_WIDTH = 8,
	parameter N = 5,
	parameter P_WIDTH = $clog2(N+1))
	(
	input				srst,
	input				clk,
	input				incre_en,
	input [R_WIDTH-1:0]		X,
	input [R_WIDTH-1:0]		R_from_plus1,
	input [R_WIDTH-1:0]		R_from_minus1,
	input [P_WIDTH-1:0]		P_from_plus1,
	input [P_WIDTH-1:0]		P_from_minus1,
	input 				Z_from_minus1,
	input				T_from_minus1,
	output wire [R_WIDTH-1:0]	R_to_plus1minus1,
	output wire [P_WIDTH-1:0]	P_to_plus1minus1,
	output wire			Z_to_plus1,
	output reg			T_to_plus1
	);
reg [R_WIDTH-1:0]	R;
reg [P_WIDTH-1:0]	P; 
reg [R_WIDTH-1:0]	R_next;
reg [P_WIDTH-1:0]	P_next;
wire			T;
wire			Z;
reg			s1;
reg			s2;
reg			bit_cnt;
always@(posedge clk)
begin
	if (srst)
		R <= {R_WIDTH{1'b0}};
	else if (!bit_cnt & incre_en) begin
		if (Z_to_plus1)
			R <= R_next;
	end			
	else if (bit_cnt)
		R <= R_next;
end
always@(posedge clk)
begin
	if (srst)
		P <= {P_WIDTH{1'b0}};
	else if (!incre_en)
		P <= 0;
	else if (!bit_cnt & incre_en) begin
		if (Z_to_plus1)
			P <= P_next + 1;
		else
			P <= P + 1;
	end
	else
		P <= P_next;
end
always@(posedge clk)
begin
	if (srst)
		bit_cnt <= 1'b0;
	else
		bit_cnt <= !bit_cnt;
end
assign T = (R < X);
assign Z = !bit_cnt & (P == N-1);
assign Z_to_plus1 = Z | Z_from_minus1;
always@(*) begin
	case({Z_to_plus1, T_from_minus1, T})
		3'b000: 		{T_to_plus1,s1,s2} = 3'b000;
		3'b001: 		{T_to_plus1,s1,s2} = 3'b101;
		3'b010,3'b011:  	{T_to_plus1,s1,s2} = 3'b110;
		3'b100:			{T_to_plus1,s1,s2} = 3'b011;
		3'b101,3'b110,3'b111:	{T_to_plus1,s1,s2} = 3'b111;
	endcase
end
always@(*) begin
	case({s1,s2})
		2'b00: R_next = R;		 
		2'b01: R_next = X;		 
		2'b10: R_next = R_from_minus1;	 
		2'b11: R_next = R_from_plus1;	 
	endcase
end
always@(*) begin
	case({s1,s2})
		2'b00: P_next = P;		 
		2'b01: P_next = {P_WIDTH{1'b0}}; 
		2'b10: P_next = P_from_minus1;	 
		2'b11: P_next = P_from_plus1;	 
	endcase
end
assign R_to_plus1minus1 = R;
assign P_to_plus1minus1 = P;
endmodule
File: ./run.sh
#!/bin/bash
# OpenROAD 26Q1-2900-gdf79404cd8, Yosys 0.63+post, stock flow scripts
make -C /OpenROAD-flow-scripts/flow DESIGN_CONFIG=/design/flow/config.mk WORK_HOME=/design/flow/orfs finish
File: ./config.mk
export PLATFORM = sky130hd
export DESIGN_NAME = median_filter
export DESIGN_NICKNAME = median_filter
export VERILOG_FILES = /design/flow/design.v
export SDC_FILE = /design/flow/constraint.sdc
export NUM_CORES = 4
export LEC_CHECK = 1
export CORE_UTILIZATION = 40
File: ./constraint.sdc
current_design median_filter

set clk_period 7.7
set clk_io_pct 0.2

create_clock -name clk0 -period $clk_period [get_ports {clk}]

set non_clock_inputs [all_inputs -no_clocks]
set_input_delay [expr $clk_period * $clk_io_pct] -clock clk0 $non_clock_inputs
set_output_delay [expr $clk_period * $clk_io_pct] -clock clk0 [all_outputs]
==> deck_impl_summary.md <==
Implementation Results

Power and ir drop
  • Total power density per cell area: roughly 160 mW/mm²
  • Standby leakage power: 1.918 nW
  • Worst VDD drop: 0.0001032 V

Clock tree
  • Clock slew at the register clock pins of the worst setup and hold paths: 80 ps
  • Clock net sink count: 64
  • Number of buffers on the longest clock path: 2
  • CTS tree: yes
  • Clock root buffer master: sky130_fd_sc_hd__clkbuf_8
  • Cts-stage hold buffer count: 0
  • Clock latency of the later-clocked register in the worst-skew pair: 360 ps
  • Inserted Clock Buffers: 9
  • Post-CTS setup-driven buffer insertion count: 0
  • H-tree depth reported by CTS: 3
  • Number of instances resized during post-cts repair: 0

Global route
  • Vias in the first global route: 3709
  • Maximum number of pins on one net before global-route repair: 43
  • Number of antenna violations at the first check in global routing: 0
  • Global-route total usage across every layer: 21.13%
  • Total overflow reported by the global router: 0
  • Wire length of the first global-routing pass: 19150 µm

Placement
  • Placed cell areas: around 0.0047 mm²
  • Hpwl dp: 8166 µm
  • Placed instance count: just under 700
  • Port Buf Inserts: 17
  • Post-Place Setup Slack: 2654 ps
  • Last weighted congestion value of the routability-driven placer: approximately 0.88

Synthesis
  • Netlist cell types: around 68
  • Synth Warn #: 2
  • Number of standard cells after synthesis: 544
  • Cells in synth_stat.txt: 544
  • Count of library flops with an enable pin: 0
  • FF+latch count, synth: 64
  • Post-synth area from yosys stat: 0.004432 mm²
  • Dominant flop cell: sky130_fd_sc_hd__dfxtp_1
  • Sequential cell area fraction in the yosys report: 28.91%
  • Summed instance area of the synthesized netlist: around 0.0044 mm²
  • Fraction of registers with async set or reset after synthesis: 0%
  • Mean post-synth cell area: between 8 and 9 µm²

Worst hold path
  • Worst Hold Class: reg2reg
  • Worst Hold Endpoint: unit_cell_gen[2].unit_cell.R[0]
  • Number of cells on the worst hold path: 2
  • Worst min-delay path startpoint: unit_cell_gen[2].unit_cell.R[0]

Detailed routing
  • Final wirelength: 11490 µm
  • Vias/cell: between 5 and 6
  • Final routed wire length divided by cell count: between 15 and 20 µm
  • Vias post-DR: between 4000 and 5000
  • Violation count after the first detailed-route iteration: about 280
  • Number of antenna diodes: 0
  • Number of optimization iterations in the first detailed-route pass: 6
  • DR DRC count: 0
  • Post-detailed-route count of antenna-violating nets: 0

Setup path
  • Data required time of the worst path: 7920 ps
  • Critical Path Source Type: input port
  • Reg2Reg Setup Slack: 4550 ps
  • Reg2Reg Capture Point: unit_cell_gen[5].unit_cell.R[7]
  • Endpoint class of the critical path: flip-flop
  • Data arrival time of the worst path: 4890 ps
  • Type of the worst setup path: in2reg
  • Critical register-to-register path startpoint: unit_cell_gen[2].unit_cell.bit_cnt
  • Depth of the worst register-to-register path: 7
  • Critical path fanouts, max: 25

Die
  • Standard cell core area: 0.01084 mm²
  • Floorplan core density: 40.88%
  • Count of pins on the block boundary: 18
  • DIE AREA: 0.01150 mm²
  • Height of the die: 107.3 µm
  • Overall die width: around 110 µm
  • Row Count: 38

Timing
  • Number of hold violations in the final report: 0
  • Setup-violating endpoint count in the final report: 0
  • Final setup slack of the worst path: 3027 ps
  • Fin crit share: about three fifths
  • Final period demand of the worst path: about 4700 ps
  • Setup TNS Final: 0 ps
  • Actual slew at the worst max-slew pin: 819.8 ps
  • Setup repair after global routing missed its margin: false
  • Peak Freq: 214.0 MHz
  • Clock Skew: about 9.9 ps
  • Number of max-slew violations in the final report: 0
  • Worst slew slack as a fraction of its limit: between 40% and 50%

Layout
  • Final non-filler cell total: 691
  • Top cells excl fill/tap: sky130_fd_sc_hd__nand2_1 (64), sky130_fd_sc_hd__dfxtp_1 (64), sky130_fd_sc_hd__a21oi_1 (49)
  • Summed area of non-filler cells in the final layout: between 0.004 and 0.005 mm²
  • Fraction of final layout cells with drive strength greater than 1: about 9%
  • Filler Cell Count: 1045
  • Synthesis-to-finish area growth: 9.938%

Job
  • Tool warnings: 26
  • Number of maximum-capacitance constraint violations: 0

Outcome
  • Result of the run: completed
[cells in the mapped netlist (all sizes together) (9+ instances only)]
cell type	number	area, µm²
dfxtp	64	1281
nand2	64	240.2
a21oi	49	245.2
nor2	48	185.2
ha	42	525.5
o21ai	29	148.9
nor3	28	145.1
a211oi	19	182.7
buf	17	97.60
clkbuf	17	65.06
o211ai	17	127.6
inv	16	60.06
a31o	12	105.1
a22o	11	96.34
nand3	11	55.05
mux2i	9	90.09
[worst max path at each step]
stage | startpoint | endpoint | cells past startpoint
CTS | X[1] | unit_cell_gen[5].unit_cell.R[0] | 11
global route | X[1] | unit_cell_gen[5].unit_cell.R[0] | 11
finish | X[1] | unit_cell_gen[5].unit_cell.R[7] | 11
[stage by stage]
stage / utilization (%) / total power, mW / hold slack, ps
6_report: 44.94 / 0.8022 / 488.6
5_1_grt: 44.94 / 0.8440 / 532.4
4_1_cts: 44.94 / 0.8073 / 480.7
3_5_place_dp: 43.13 / 0.5110 / 469.9
3_3_place_gp: 43.13 / 0.5081 / 468.8
2_1_floorplan: - / 0.4752 / 444.3
[layer usage]
layer	global-route usage (%)	part of all wire (%)
met2	30.83	43
met3	2.901	4.8
met4	3.620	1.4
met1	33.96	51
met5	0	0
[registers in the layout, summed over array words and instances, names as in the netlist]
register and cells:
unit_cell_gen.unit_cell.R 40, unit_cell_gen.unit_cell.P 15, unit_cell_gen.unit_cell.bit_cnt 5, cnt 4
[report_power, final]
part	internal, mW	total [mW]	switching [mW]
clock	0.149	0.298	0.149
combinational	0.0552	0.135	0.0795
sequential	0.348	0.370	0.0218
[worst max-delay path: stages]
cell and delay (ps):
sky130_fd_sc_hd__clkdlybuf4s50_1 520, sky130_fd_sc_hd__inv_1 170, sky130_fd_sc_hd__ha_1 330, sky130_fd_sc_hd__a2111o_1 380, sky130_fd_sc_hd__a31oi_2 400, sky130_fd_sc_hd__buf_4 330
sky130_fd_sc_hd__a2111oi_4 80, sky130_fd_sc_hd__buf_4 240, sky130_fd_sc_hd__a21boi_2 360, sky130_fd_sc_hd__or2_1 420, sky130_fd_sc_hd__a211oi_2 120
[final cells by class]
type / count / area [µm²] / area share (%)
clock buffers: 9 / 123.9 / 2.542
multi-input cells: 430 / 2934 / 60.22
inverters: 16 / 60.06 / 1.233
clock inverters: 7 / 72.57 / 1.489
well taps: 140 / 175.2 / 3.595
flip-flops and latches: 64 / 1281 / 26.30
repair buffers: 25 / 225.2 / 4.622
[logic make-up after synthesis]
family | share of synthesized area, %
adders and majority gates | 11.86
DFF | 28.91
xor gates and xnor gates | 1.186
buffers and inverters | 5.026
muxes | 4.065
AOI/OAI and AO/OA | 30.07
and+or+nand+nor | 18.89
Power figures rest on the tool's default switching activity, not on a simulated workload.
